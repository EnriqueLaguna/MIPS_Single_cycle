## /design/flow/run.sh

```bash
#!/bin/bash
# OpenROAD 26Q1-2900-gdf79404cd8, Yosys 0.63+post, stock flow scripts
make -C /OpenROAD-flow-scripts/flow DESIGN_CONFIG=/design/flow/config.mk WORK_HOME=/design/flow/orfs finish
```

## /design/flow/config.mk

```make
export PLATFORM = sky130hd
export DESIGN_NAME = Program_Counter
export DESIGN_NICKNAME = Program_Counter
export VERILOG_FILES = /design/flow/design.v
export SDC_FILE = /design/flow/constraint.sdc
export NUM_CORES = 4
export LEC_CHECK = 1
export CORE_AREA = 10 10 100 100
export DIE_AREA = 0 0 110 110
```

## /design/flow/constraint.sdc

```tcl
current_design Program_Counter

set clk_period 1.2
set clk_io_pct 0.2

create_clock -name clk0 -period $clk_period [get_ports {clk}]

set non_clock_inputs [all_inputs -no_clocks]
set_input_delay [expr $clk_period * $clk_io_pct] -clock clk0 $non_clock_inputs
set_output_delay [expr $clk_period * $clk_io_pct] -clock clk0 [all_outputs]
```

## /design/flow/design.v

```verilog
module Program_Counter
#(
	parameter N_BITS = 32
)
(
	input clk,
	input reset,
	input  [N_BITS-1:0] new_pc_i,
	output reg [N_BITS-1:0] pc_value_o
);
always@(negedge reset or posedge clk) begin
	if(reset==0)
		pc_value_o <= 32'h0040_0000;
	else	
		pc_value_o<=new_pc_i;
end
endmodule
```

==> impl_metrics.csv <==
group,metric,value,unit
outcome,outcome,"complete, no violations",
pwr,pwr-share-comb,9.0,%
critical_path,required,0.96,ns
logic_synthesis,postSynthSeqShare,100,%
timing,max_freq,886,MHz
layout,design_area,1650,µm²
clocking,clkTransAtPathRegs,0.06,ns
pwr,p_sw,410,µW
layout,postLayoutCoreUtil,21.1,%
critical_path,cp_cell_sequence,"dlygate4sd2_1",
logic_synthesis,edf_count,0,
logic_synthesis,syn_inst,32,
timing,tns,0,ns
logic_synthesis,top_cells_by_area,"dfrtp_1 (97%), dfstp_2 (3.3%)",
clocking,h-tree-depth,2,
global_routing,antenna_found_initial,0,
floorplanning,coreArea,7810,µm²
routing,wirelength,2690,µm
placement,place_area,1600,µm²
pwr,internal-power,1.75,mW
logic_synthesis,ys.flop_type,"dfrtp_1",
logic_synthesis,netlist_area,802,µm²
global_routing,grt_use_met2,7.54,%
logic_synthesis,ys_area,802,µm²
critical_path,critPathArrivalTime,0.89,ns
floorplanning,ios,66,
timing,worst_pin_slew,0.172,ns
clocking,clock_sinks,32,
timing,setup_violations,0,
layout,fin_cells,208,
logic_synthesis,synth_stat.cells,32,
routing,first_iter_violations,11,
critical_path,crit_slowest_cell,"dfrtp_1",
layout,top_register,"pc_value_o",
floorplanning,rows,32,
min_path,hp-class,"in -> async",
critical_path,path_max_fanout,1,
pwr,p_clk_share,38.0,%
critical_path,cp-end-kind,"primary output",
global_routing,grt_pass1_wl,3810,µm
run,warning_count,25,
floorplanning,dieArea,12100,µm²
clocking,root_buffer,"clkbuf_8",
global_routing,grt-busiest-layer,"met2",
floorplanning,fp_util,10.3,%
clocking,cts_buffers,5,
global_routing,grt_max_degree,33,
critical_path,slowest_delay,0.38,ns
critical_path,path_depth,1,
routing,drtAntennaViolNets,0,
floorplanning,die_width,110,µm
clocking,tritoncts,"built",
pwr,finalPower,2.16,mW
global_routing,grtUsageTotal,4.17,%
logic_synthesis,synth_flops,32,
global_routing,use_met3,1.29,%
layout,reg.largest.list,"pc_value_o x32",
logic_synthesis,top_cell_area_share,96.7,%
critical_path,crit_family,"flip-flops",
logic_synthesis,top_cell,"dfrtp_1",
routing,drc,0,
clocking,clockBufferDepth,2,
placement,dpl_worst_slack,0.00692,ns
clocking,holdBufCountCts,0,
routing,diodes,0,
global_routing,met1_usage,4.52,%
pwr,seqPwrFrac,53.1,%
pwr,swShare,19.0,%
logic_synthesis,synth_cell_types,2,
routing,avgRoutedWirePerCell,12.9,µm
pwr,p_leak,0.723,nW
logic_synthesis,yosysTopAreaCell,"dfrtp_1",
global_routing,grt_pass1_vias,613,
layout,final-comb-area,0,µm²
placement,io_buffers,65,
pwr,vdd_drop_max,309,µV
routing,dr.pass1.iters,2,
logic_synthesis,synth_async_sr_flop_share,100,%
logic_synthesis,syn_area_per_cell,25.1,µm²
layout,largest_reg_flops,32,
timing,hold_viol,0,
timing,finalClockPeriodUsage,94.0,%
timing,rsz0062_at_grt,"false",
timing,worst_slack,0.0715,ns
placement,dp.cells,200,
timing,fin_hold_ws,0.327,ns
timing,finalCriticalPeriod,1.13,ns
critical_path,crit_buf_inv,1,
layout,post_route_cells_drive_above_1_share,8.49,%
routing,vias,556,
layout,comb_cells,0,
layout,syn2layout_area_growth,105,%
timing,maxSlewViolCount,0,
run,maxCapViolations,0,
global_routing,grt_overflow,0,
critical_path,crit_type,"reg -> out",
placement,gp_congestion,0.720,
critical_path,startpoint_type,"register",
logic_synthesis,yosysWarnings,1,
layout,nFillCells,836,
timing,relSlewSlack,88.5,%
logic_synthesis,synthTopCellsByCount,"dfrtp_1 (31), dfstp_2 (1)",
pwr,power_density,1310,nW/µm²
floorplanning,fp.dieH,110,µm
routing,routed_via_density,2.67,
## area by class of cell
type / count / area, µm² / area share (%)
clock buffer: 8 / 90.1 / 5.47
sequential: 32 / 802 / 48.7
tap: 102 / 128 / 7.75
timing repair buffer: 66 / 627 / 38.1
## kinds of logic (layout without fill, tap and decap cells)
kind of cell,Yosys count,after routing,share of synthesized area (%)
flip-flops,32,32,100
buffers and inverters,0,74,0
## power by group through the flow
stage     Clock [mW]  Sequential [mW]  Combinational [mW]
5_1_grt        0.911             1.15               0.215
4_1_cts        0.859             1.15               0.203
6_report       0.820             1.15               0.194
## layout by cell type (no fill, tap or decap), drive strengths merged
master | synthesis | layout
dlygate4sd2 | 0 | 31
clkdlybuf4s50 | 0 | 33
clkbuf | 0 | 8
dfrtp | 31 | 31
dfstp | 1 | 1
buf | 0 | 2
## worst max path at each step
stage	slack, ns	start	end
finish	0.07	pc_value_o[24]	pc_value_o[24]
CTS	0.05	pc_value_o[24]	pc_value_o[24]
global route	0.02	pc_value_o[24]	pc_value_o[24]
## layer usage
layer	routed length, µm	vias to the layer above
li1	-	241
met1	866	283
met2	1510	27
met3	220	5
met4	94	0
met5	0	-
## repair_timing
action,in CTS,in global routing
gates resized,34,0
setup endpoints to repair,32,0
setup buffers,0,0
Power figures rest on the tool's default switching activity, not on a simulated workload.
