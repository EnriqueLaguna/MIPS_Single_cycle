==> design/flow/design.v <==
module ALU 
(
	input [3:0] alu_operation_i,
	input [31:0] a_i,
	input [31:0] b_i,
	input [4:0] shamt,
	output reg zero_o,
	output reg [31:0] alu_data_o
);
localparam ADD = 4'b0011;
localparam ORI = 4'b0001;
localparam SLL = 4'b0010;
localparam SUB = 4'b0100;
localparam SRL = 4'b0101;
localparam LUI = 4'b0110;
localparam AND = 4'b0111;
localparam NOR = 4'b1000;
   always @ (a_i or b_i or alu_operation_i or shamt)
     begin
		case (alu_operation_i)
		  ADD:  
			alu_data_o = a_i + b_i;
		  ORI:  
			alu_data_o = a_i | b_i;
		  SLL:  
			alu_data_o = b_i << shamt;
		  SUB:  
			alu_data_o = a_i - b_i;
		  SRL: 
		   alu_data_o = b_i >> shamt;
		  LUI: 
		   alu_data_o = {b_i, 16'b0};
		  AND:
			alu_data_o = a_i & b_i;
		  NOR:
		   alu_data_o = ~(a_i | b_i);  
		default:
			alu_data_o = 0;
		endcase  
		zero_o = (alu_data_o == 0) ? 1'b1 : 1'b0;
     end  
endmodule  
==> design/flow/run.sh <==
#!/bin/bash
# OpenROAD 26Q1-2900-gdf79404cd8, Yosys 0.63+post, stock flow scripts
make -C /OpenROAD-flow-scripts/flow DESIGN_CONFIG=/design/flow/config.mk WORK_HOME=/design/flow/orfs finish
==> design/flow/config.mk <==
export PLATFORM = sky130hd
export DESIGN_NAME = ALU
export DESIGN_NICKNAME = ALU
export VERILOG_FILES = /design/flow/design.v
export SDC_FILE = /design/flow/constraint.sdc
export NUM_CORES = 4
export LEC_CHECK = 1
export CORE_UTILIZATION = 50
==> design/flow/constraint.sdc <==
current_design ALU

set clk_period 18.9
set clk_io_pct 0.2

create_clock -name clk0 -period $clk_period

set non_clock_inputs [all_inputs -no_clocks]
set_input_delay [expr $clk_period * $clk_io_pct] -clock clk0 $non_clock_inputs
set_output_delay [expr $clk_period * $clk_io_pct] -clock clk0 [all_outputs]
==> ds_physical_params.txt <==
Table: implementation figures

Parameter                              Value

Outcome
  Status    finished clean

Clock tree
  Buffer count from post-CTS setup fixing    0
  Hold Buf Count CTS    0
  Count of instances resized after the clock tree is built    0

Power and ir drop
  Cell Pwr Density    32.5 mW/mm²
  Static Leakage    0.00359 µW
  VDD IR max    34.9 µV

Floorplanning
  Die span in x    130 µm
  Initial standard-cell utilization of the core    0.512
  Overall chip area    0.0168 mm²
  Die Y    130 µm
  Cell row count    46
  Floorplan Core Area    0.0159 mm²
  I/O pin count    106

Setup path
  Sum of buffers and inverters on the critical path    2
  Class of the most critical setup path    in -> out
  Startpoint type of the worst setup path    primary input
  Worst-path fanout max    17
  Largest stage delay, worst path    0.78 ns
  Slowest cell on crit path    sky130_fd_sc_hd__clkdlybuf4s50_1
  Worst path top cell family by delay    simple AND/OR/NAND/NOR gates
  Type of element capturing the critical path    primary output
  Data required time of the worst path    15.12 ns
  Ordered cell list for the critical path    clkdlybuf4s50_1 > or4_1 > nor2_1 > nand2_1 > nor2_1 > nand2_1 > nand2_1 > xor2_1 > ha_1 > nand4_1 > or4_1 > a211oi_1 > nor2_1 > nor2b_1 > xnor2_1 > o211ai_1 > nor4_1 > nand4bb_1 > nor3_2 > clkdlybuf4s50_1
  Critical path arrival    10.02 ns

Timing
  RSZ-0062 raised after global routing    false
  Final setup violation count    0
  Count of final max-slew check failures    0
  Number of endpoints with negative hold slack in the final report    0
  Time the worst path needs with I/O delays and setup    13.80 ns
  Fmax    72.5 MHz
  Max-Slew Margin vs Limit    0.395
  Tightest hold margin    8.68 ns
  Portion of the clock cycle consumed by the worst path in the final layout    0.730
  Actual transition at the worst max-transition pin    0.900 ns
  Setup TNS    0 ns

Synthesis
  Synthesized chip area reported by yosys    0.00813 mm²
  Post-synth seq share    0
  Synthesis warning total    1
  Summed instance area of the synthesized netlist    0.00813 mm²
  Yosys cell count    1188
  Synthesized area divided by synthesized cell count    6.84 µm²
  Count of cell types in the netlist    81
  Mapped Cells    1188

Route
  Vias    10300
  Antenna fix cells    0
  Wire length per cell after detailed routing    26.4 µm
  Total routed wirelength    37600 µm
  Number of DRC violations after detailed-routing iteration 0    1388
  Routed via count divided by cell count    7.20
  Residual DRC count    0
  Detailed Routing Iterations Pass 1    6
  Number of routed nets with antenna violations    0

Run
  Max capacitance violation total    0
  OpenROAD warnings    35

Final layout
  Share of layout cells above drive strength 1    0.101
  Most common logic cells in the final layout    sky130_fd_sc_hd__nor2_1 (115), sky130_fd_sc_hd__nand2_1 (114), sky130_fd_sc_hd__clkdlybuf4s50_1 (102)
  Total number of sequential cells    0
  Layout Utilization    0.579
  Most frequent standard cell in the layout excluding fill and tap cells    sky130_fd_sc_hd__nor2_1
  Clock Buffer Count    0
  Synthesis-to-finish area growth    13.1%
  Fillcell total    1551
  Number of standard cells in the final layout excluding fillers    1425
  Sequential cell area    0 µm²

Place
  Placed cell count    1425
  RePlAce Congestion    1.08
  DP Wirelength    28700 µm
  Tally of buffers added on design ports    106

Global routing
  Wire length of the first global-routing pass    55800 µm
  Antenna violations before repair    1
  Vias in the first global route    9178
  Maximum number of pins on one net before global-route repair    64
  GRT Residual Overflow    0
  GR Util All Layers    0.460

Hold path
  Class of the worst hold path    in -> out
[layer usage]
| layer | track usage | up-vias | wire [µm] |
|---|---|---|---|
| met2 | 0.678 | 831 | 15800 |
| li1 | - | 4590 | - |
| met1 | 0.620 | 4675 | 14500 |
| met4 | 0.215 | 2 | 2220 |
| met3 | 0.144 | 155 | 5060 |
| met5 | 0 | - | 13 |
[synth_stat cells (all sizes together), types with 7 or more instances]
master	count	share of area
o2111ai	7	0.0075
xor2	12	0.013
nand3	37	0.023
or3	9	0.0069
nor3	44	0.028
mux4	40	0.11
and2	10	0.0077
buf	40	0.031
a21o	28	0.026
o21ai	72	0.044
clkbuf	84	0.039
o211ai	22	0.020
or4	7	0.0065
mux2	30	0.042
nand4	18	0.014
inv	30	0.014
mux2i	64	0.080
nand2b	13	0.010
xnor2	34	0.037
a211oi	12	0.011
a221oi	17	0.018
a31oi	19	0.015
a21oi	101	0.062
o21a	11	0.010
nor2b	16	0.012
o22ai	19	0.015
a22oi	9	0.0089
ha	34	0.052
nand2	114	0.053
nor2	115	0.053
and3	10	0.0077
[power breakdown]
group | internal, µW | leakage, µW | switching [µW] | total [µW]
Clock | 0 | 0 | 0 | 0
Combinational | 123 | 0.00359 | 176 | 299
Sequential | 0 | 0 | 0 | 0
[final timing paths]
path / depth (start not counted) / slack [ns] / to / startpoint
setup / recovery: 20 / 5.10 / zero_o / b_i[6]
hold / removal: 5 / 8.68 / alu_data_o[6] / shamt[3]
[cells by family (layout without fill, tap and decap cells)]
group | Yosys count | in the layout | share of synthesized area
and+or+nand+nor | 427 | 427 | 0.255
adders and majority gates | 35 | 35 | 0.0548
xor gates and xnor gates | 46 | 46 | 0.0496
AOI/OAI and AO/OA | 390 | 390 | 0.318
muxes | 134 | 134 | 0.238
buffers and inverters | 156 | 177 | 0.0850
[area by class of cell]
| class | instances | area [µm²] | share of cell area |
|---|---|---|---|
| Tap cell | 216 | 270 | 0.0294 |
| Inverter | 32 | 120 | 0.0131 |
| Timing Repair Buffer | 145 | 1340 | 0.145 |
| Multi-Input combinational cell | 1032 | 7460 | 0.812 |
[per-stage QoR]
stage	setup WS (ns)	cell area [µm²]	total power, µW
after floorplan	7.14	8130	185
after global placement	5.34	9190	289
after detailed placement	5.33	9190	287
after CTS	5.31	9190	289
after global routing	4.84	9190	317
final	5.10	9190	299
Power figures rest on the tool's default switching activity, not on a simulated workload.
