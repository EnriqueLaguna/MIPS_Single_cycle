### flow/config.mk
export PLATFORM = sky130hd
export DESIGN_NAME = Control
export DESIGN_NICKNAME = Control
export VERILOG_FILES = /design/flow/design.v
export SDC_FILE = /design/flow/constraint.sdc
export NUM_CORES = 4
export LEC_CHECK = 1
export CORE_AREA = 10 10 70 70
export DIE_AREA = 0 0 80 80
### flow/constraint.sdc
current_design Control

set clk_period 1.9
set clk_io_pct 0.2

create_clock -name clk0 -period $clk_period

set non_clock_inputs [all_inputs -no_clocks]
set_input_delay [expr $clk_period * $clk_io_pct] -clock clk0 $non_clock_inputs
set_output_delay [expr $clk_period * $clk_io_pct] -clock clk0 [all_outputs]
### flow/design.v
module Control
(
	input [5:0]opcode_i,
	output reg_dst_o,
	output branch_eq_o,
	output branch_ne_o,
	output mem_read_o,
	output mem_to_reg_o,
	output mem_write_o,
	output alu_src_o,
	output reg_write_o,
	output [2:0]alu_op_o
);
localparam R_TYPE = 0;
localparam I_TYPE_ADDI = 6'H8;
localparam I_TYPE_ORI =	6'HD;
localparam I_TYPE_LUI =	6'HF;
localparam I_TYPE_ANDI = 6'HC;
reg [10:0] control_values_r;
always@(opcode_i) begin
	case(opcode_i)
		R_TYPE     :  control_values_r = 11'b1_001_00_00_111;  
		I_TYPE_ADDI:  control_values_r = 11'b0_101_00_00_100;  
		I_TYPE_ORI :  control_values_r = 11'b0_101_00_00_001;
		I_TYPE_LUI :  control_values_r = 11'b0_101_00_00_010;
		I_TYPE_ANDI:  control_values_r = 11'b0_101_00_00_011;
		default:
			control_values_r = 11'b0000000000;
	endcase
end	
assign reg_dst_o = control_values_r[10];   
assign alu_src_o = control_values_r[9];    
assign mem_to_reg_o = control_values_r[8]; 
assign reg_write_o = control_values_r[7];  
assign mem_read_o = control_values_r[6];   
assign mem_write_o = control_values_r[5];  
assign branch_ne_o = control_values_r[4];  
assign branch_eq_o = control_values_r[3];  
assign alu_op_o = control_values_r[2:0];	 
endmodule
### flow/run.sh
#!/bin/bash
# OpenROAD 26Q1-2900-gdf79404cd8, Yosys 0.63+post, stock flow scripts
make -C /OpenROAD-flow-scripts/flow DESIGN_CONFIG=/design/flow/config.mk WORK_HOME=/design/flow/orfs finish
==> impl_metrics.py <==
# Generated from Yosys and OpenROAD reports
metrics = {
    "outcome": {
        "status": "complete, no violations",
    },
    "placed_design": {
        "dp_hpwl_um": 497,
        "portBuffers": 12,
        "post-place-ws_ns": -0.412,
        "gp_congestion": 0.767,
    },
    "routing": {
        "drc_errors": 0,
        "routedWlPerCell_um": 7.51,
        "first_pass_iters": 2,
        "via_per_inst": 2.30,
        "n_antenna_cell": 0,
        "drt-initial-drc-count": 1,
        "antenna_left": 0,
        "routed_wl_um": 608,
        "num_vias": 186,
    },
    "job": {
        "warnings": 33,
        "cap_violations": 0,
    },
    "final_timing": {
        "final_hold_viol_count": 0,
        "setup_violations": 0,
        "setup_ws_ns": 0.192,
        "drv_slew": 0,
        "finalClockPeriodUsage_pct": 89.9,
        "rsz0062_at_grt": "no",
        "finalCriticalPeriod_ns": 1.71,
        "fmax_mhz": 585,
    },
    "power_and_ir_drop": {
        "ir_worst_vdd_mv": 0.0170,
        "p_leak_nw": 0.140,
        "p_per_area_nw_per_um2": 136,
        "totalPowerFinal_w": 0.0000469,
    },
    "final_layout": {
        "mi_logic_area_um2": 166,
        "seq_cells": 0,
        "area_growth_pct": 127,
        "area.sequential_um2": 0,
        "nClkBuffers": 0,
        "fill_cells": 404,
        "final_layout_size_suffix_gt1_share_pct": 48.6,
    },
    "worst_setup_path": {
        "cp_cell_sequence": "dlygate4sd2_1 -> or2_4 -> nor4_4 -> and2b_2 -> buf_2",
        "crit_path_top_delay_cell": "or2_4",
        "path_max_fanout": 3,
        "crit_required_ns": 1.52,
        "crit_arrival_ns": 1.33,
        "crit_path_end_kind": "output pin",
        "max_stage_delay_ns": 0.26,
        "critPathLaunchType": "input port",
        "path_class": "in -> out",
    },
    "global_route": {
        "grt_pass1_vias": 172,
        "antenna_found_initial": 0,
        "grt_overflow": 0,
        "grt_max_degree": 8,
        "grt_use_total_pct": 1.64,
        "grt_first_pass_wirelength_um": 862,
    },
    "logic_synthesis": {
        "syn_area_per_cell_um2": 6.88,
        "ys.warnings.count": 1,
        "synth.area.top_cells": "buf_4 (25%), nor4_4 (14%), a21oi_1 (9.9%), nor3_1 (9.9%), and2b_2 (5.8%)",
        "yosysCellCount": 22,
        "top_cell_area_share_pct": 24.8,
        "synth_cells": 22,
        "synthDistinctLibCells": 14,
        "yosys.stat.seqShare_pct": 0,
        "ys_area_um2": 151,
        "top_area_cell": "buf_4",
        "synth_area_um2": 151,
    },
    "clocking": {
        "hold_buffers": 0,
    },
    "min_path": {
        "hp-class": "in -> out",
    },
    "floorplan": {
        "floorplan.core_util_pct": 4.43,
        "die_area_um2": 6400,
        "die_height_um": 80,
        "rows": 21,
        "fp.coreArea_um2": 3420,
        "fp.dieW_um": 80,
        "io_pins": 17,
    },
}
## where the power goes
part	leakage, nW	internal, W	switching (W)
combinational	0.140	0.0000235	0.0000234
clock	0	0	0
sequential	0	0	0
total	0.140	0.0000235	0.0000234
## critical path, delay by kind of cell
kind                   cells  cell delay [ns]
and+or+nand+nor            3             0.63
buffers and inverters      2             0.31
## per-layer routing
metal	track usage, %	up-vias	wire length (µm)
met5	0	-	0
met4	0	0	0
met3	0.455	0	62
met2	2.49	12	248
met1	2.37	83	298
li1	-	91	-
## worst paths after layout
path	slack [ns]	depth (start not counted)	from	end
max	0.19	5	opcode_i[4]	reg_dst_o
min	1.14	4	opcode_i[5]	alu_op_o[2]
## synthesized netlist by cell type
master and number:
nor4_4 1, clkbuf_2 1, nor2_1 1, nand4_1 1, xnor2_1 1, a21oi_1 3, and2b_2 1, nor3_1 3
conb_1 1, nand2_1 1, nor3b_1 1, nor2b_1 1, buf_4 5, or2_4 1
## placed cells by master (no fill, tap or decap), types with 2 or more instances in the layout
cell,netlist,final
a21oi_1,3,2
conb_1,1,5
clkbuf_2,1,4
buf_6,0,2
dlygate4sd2_1,0,6
## metrics by stage
step | util [%] | hold slack, ns | setup TNS [ns] | std cells | cell area [µm²]
detailed placement | 9.27 | 1.80 | -2.13 | 80 | 317
finish | 10.1 | 1.14 | 0 | 81 | 344
CTS | 10.5 | 1.37 | -0.00483 | 81 | 358
global route | 10.1 | 1.17 | 0 | 81 | 344
floorplan | - | 0.776 | 0 | 26 | 166
global placement | 9.27 | 1.81 | -2.07 | 80 | 317
## layout make-up
cell class         count  share of cell area [%]
repair buffers        15                    34.9
multi-input cells     20                    48.4
well taps             46                    16.7
## cell families (layout without fill, tap and decap cells)
group                     Yosys count  count (layout)  share of synthesized area [%]
AOI/OAI and AO/OA                   3               3                           9.91
xor gates and xnor gates            1               1                           5.79
buffers and inverters               6              15                           28.1
other                               1               5                           2.48
and+or+nand+nor                    11              11                           53.7
## what timing repair did
action	4_1_cts	5_1_grt
pin swaps	3	1
endpoints found under the setup margin	6	5
resized	25	8
setup buffers	1	0
gates cloned	0	0
Power is estimated from default activity; no workload was simulated.
